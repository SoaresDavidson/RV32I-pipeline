===== flow/design.v =====
module register_bank(
    input clk,
    input rst,
    input [4:0]rs1,
    input [4:0]rs2,
    input [4:0]rd,
    input RegWrite,
    input [31:0]C,
    output wire [31:0]A,
    output wire [31:0]B
);
    reg [31:0] registers [0:31];
    assign A = registers[rs1];
    assign B = registers[rs2];
    always @(posedge clk, posedge rst) begin
        if (rst) begin :reset_loop
            integer i;  
            for (i = 0; i < 32; i = i + 1) begin
                registers[i] <= 32'b0;
            end
        end else if (RegWrite && (rd != 5'b0)) begin
            registers[rd] <= C;  
        end
    end
endmodule

===== flow/run.sh =====
#!/bin/bash
# OpenROAD 26Q1-2900-gdf79404cd8, Yosys 0.63+post, stock flow scripts
make -C /OpenROAD-flow-scripts/flow DESIGN_CONFIG=/design/flow/config.mk WORK_HOME=/design/flow/orfs finish

===== flow/config.mk =====
export PLATFORM = sky130hd
export DESIGN_NAME = register_bank
export DESIGN_NICKNAME = register_bank
export VERILOG_FILES = /design/flow/design.v
export SDC_FILE = /design/flow/constraint.sdc
export NUM_CORES = 4
export LEC_CHECK = 1
export CORE_UTILIZATION = 40

===== flow/constraint.sdc =====
current_design register_bank

set clk_period 11.0
set clk_io_pct 0.2

create_clock -name clk0 -period $clk_period [get_ports {clk}]

set non_clock_inputs [all_inputs -no_clocks]
set_input_delay [expr $clk_period * $clk_io_pct] -clock clk0 $non_clock_inputs
set_output_delay [expr $clk_period * $clk_io_pct] -clock clk0 [all_outputs]

==> flow_summary.toml <==
# synthesis and place-and-route metrics
[die]
die_w_um = 360
fp-utilization_pct = 40.3
die_y_um = 360
core_sq_um = 128000
pin_count = 114
rows = 131
dieArea_sq_um = 130000

[synthesis]
netlist_area_sq_um = 51300
edf_count = 0
avgSynthCellArea_sq_um = 11.7
ys_async_sr_fraction_pct = 100
ys_warn_count = 2
synth_seq_share_pct = 49.9
syn_inst = 4394
ys_cells = 4394
ys.flops = 1024
ys_types = 66
synth-main-ff-cell = "dfrtp_1"
ys_chip_area_sq_um = 51300

[grt]
grt_pass1_vias = 43969
grt_remaining_overflow = 0
antenna_found_initial = 11
grt_pass1_wl_um = 367000
grt.total_usage_pct = 42.8
grt_max_degree = 120

[setup_path]
cpMostUsedCell = "buf_4"
critPathLaunch = "rs2[2]"
reg2reg_from = "registers[2][21]"
crit_arrival_ps = 7170
crit_slowest_cell = "nor2_4"
cp_slowest_stage_delay_ps = 1200
cp.buffers_inverters = 5
crit_family = "simple AND/OR/NAND/NOR gates"
startpoint_type = "input port"
worstPathCellList = "buf_2, buf_4, buf_4, nand3b_1, nor2_4, buf_4, a22oi_1, nand4_1, nor4_1, nor2_1, clkdlybuf4s50_1"
cp.required_ps = 8800
worstSetupEndpointType = "primary output"
cp_max_fo = 23
worst-setup-path-type = "input port to primary output"

[sta]
hold_violations = 0
period_needed_ps = 9370
finalCritPeriodShare_pct = 85.2
tightest_slew_ps = 1360
slew_viol_final = 0
setup_slack_ps = 1630
slew_headroom_pct = 8.59
setup_viol = 0
timing.fmax_ghz = 0.107
rsz0062_at_grt = "false"
clock_skew_ps = 0

[routing]
ant_nets = 0
vias = 44991
drc_errors = 0
wire_per_inst_um = 43.7
wirelength_um = 269000
dr.pass1.iters = 24
viasPerCell = 7.32
drt_iter0_markers = 5692

[clock_tree]
htreeDepth = 3
clkLatencyLatePin_ps = 710
postCtsSetupRepairBufs = 0
cts_buffers = 111
clk_pin_slew_ps = 60
cts-hold-fix-buffers = 0
cts_resized = 0
clkSinkCount = 1024
tritoncts = "done"
cts_root_buf = "clkbuf_16"
cts_buffer_depth = 3

[pwr]
p_leak_nw = 25.5
p_clk_share_pct = 36.9
vdd_drop_max_mv = 0.159
swShare_pct = 29.1
p_int_mw = 7.60
seq_power_share_pct = 48.7
p_comb_share_pct = 14.5
p_total_mw = 10.7
p_sw_mw = 3.11
power_density_nw_per_um2 = 183

[final_layout]
n_fill_cell = 11485
largest_register_ffs = 1024
top_regs = "registers (1024)"
layout.cells.most_common = "dfrtp_1"
layout-drive-gt1-share_pct = 34.0
top_register = "registers"
final_cell_mix = "dfrtp_1, mux2_2, a22oi_1"
flop_area_sq_um = 25600
synthToLayoutAreaGrowth_pct = 14.2
logic_area_sq_um = 24200
final_util_pct = 46.0

[placement]
place_congestion = 1.07
io_buffers = 113
post-place-ws_ps = 2180
dpl.hpwl_um = 163000

[run_status]
status = "complete, no violations"

[hold_path]
worstHoldStart = "registers[0][31]"
hold_class = "flop to flop"

[run]
tool_warnings = 48
maxCapViolations = 0
==> Yosys cell counts (all sizes together) (5+ instances only) <==
master | number | share of area, %
dfrtp | 1024 | 50
mux2 | 1005 | 22
a22oi | 751 | 11
buf | 261 | 2.6
nand2 | 253 | 1.9
clkbuf | 195 | 1.4
nor2 | 177 | 1.4
nand4 | 101 | 1.2
a21oi | 84 | 0.82
nor3 | 55 | 0.54
nand3 | 54 | 0.55
mux2i | 45 | 0.88
a22o | 35 | 0.60
nor4 | 35 | 0.43
o21ai | 30 | 0.29
a221oi | 26 | 0.44
a222oi | 22 | 0.43
a31oi | 21 | 0.26
nand2b | 21 | 0.26
a32oi | 17 | 0.29
and3 | 15 | 0.18
o32a | 14 | 0.27
nor2b | 12 | 0.15
o22ai | 12 | 0.15
a2111oi | 10 | 0.17
a211oi | 10 | 0.15
nand3b | 10 | 0.15
a2bb2oi | 9 | 0.15
and2 | 9 | 0.11
or3 | 8 | 0.097
inv | 7 | 0.051
or3b | 6 | 0.10
a221o | 5 | 0.097
or2 | 5 | 0.061
==> layout make-up <==
class / instances / area share [%]
flip-flops and latches: 1024 / 43.7
inverters: 7 / 0.0512
well taps: 1662 / 3.55
multi-input cells: 2907 / 41.3
clock buffers: 149 / 5.44
clock inverters: 45 / 1.00
diodes: 15 / 0.0640
repair buffers: 340 / 4.92
==> power by group through the flow <==
stage	clock, mW	combinational [mW]	sequential (mW)
6_report	3.95	1.55	5.22
5_1_grt	4.11	1.64	5.27
4_1_cts	3.96	1.52	5.18
==> per-layer routing <==
layer,part of all wire [%],wire length (um),GRT usage [%]
met3,18,48700,28.9
met1,35,93200,53.7
met2,39,105000,55.1
met4,8.2,22000,23.9
met5,0.042,112,0.666
==> stage by stage <==
stage / instance area [sq um] / hold slack [ps] / TNS [ps] / instances
after CTS: 58600 / 405 / 0 / 6134
after global routing: 58600 / 415 / 0 / 6134
after floorplan: 51400 / 451 / -5441470 / 4394
after detailed placement: 54800 / 390 / 0 / 5940
final: 58600 / 402 / 0 / 6149
after global placement: 54800 / 389 / 0 / 5940
==> cells by family (layout without fill, tap and decap cells) <==
group           Yosys count  after routing  share of synthesized area [%]
compound gates         1077           1077                           15.6
buf+inv                 463            541                           4.06
flops                  1024           1024                           49.9
mux                    1052           1052                           23.0
other cells               0             15                              0
simple gates            778            778                           7.42
==> worst paths after layout <==
path                            slack [ps]           endpoint  cells after the start
worst max-delay path                  1630              B[21]                     11
worst min-delay path                   400   registers[0][31]                      0
worst max register to register       10080   registers[2][21]                      1
worst min register to register         400   registers[0][31]                      0
max in group asynchronous             6320  registers[22][22]                      5
min in group asynchronous             1980   registers[13][4]                      2
Power figures rest on the tool's default switching activity, not on a simulated workload.
