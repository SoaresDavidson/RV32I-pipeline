==> /design/flow/config.mk <==
export PLATFORM = sky130hd
export DESIGN_NAME = ID_EX
export DESIGN_NICKNAME = ID_EX
export VERILOG_FILES = /design/flow/design.v
export SDC_FILE = /design/flow/constraint.sdc
export NUM_CORES = 4
export LEC_CHECK = 1
export CORE_UTILIZATION = 40
==> /design/flow/constraint.sdc <==
current_design ID_EX

set clk_period 1.5
set clk_io_pct 0.2

create_clock -name clk0 -period $clk_period [get_ports {clk}]

set non_clock_inputs [all_inputs -no_clocks]
set_input_delay [expr $clk_period * $clk_io_pct] -clock clk0 $non_clock_inputs
set_output_delay [expr $clk_period * $clk_io_pct] -clock clk0 [all_outputs]
==> /design/flow/design.v <==
module ID_EX(
	input	wire [1:0] ula_in,
	input	wire [1:0] alu_src1_in,
	input	wire [1:0] alu_src2_in,
	input   wire       mul_in,
	input	wire mem_rd_in,
	input	wire mem_wr_in,
	input	wire reg_wr_in,
	input	wire mux_reg_wr_in,
	input   wire [31:0] pc_in,
	input	wire [31:0] imm_in,
	input	wire [4:0] rs1_in,
	input	wire [4:0] rs2_in,
	input	wire [4:0] rd_in,
	input   wire [6:0] funct7_in,
	input   wire [2:0] funct3_in,
	input	wire [31:0] val_A_in,
	input	wire [31:0] val_B_in,
	input	wire clk,
	input	wire rst,
	input	wire enable,
	output  wire  [31:0] pc_out,
	output	wire  [31:0] imm_out,
	output	wire  [4:0] rs1_out,
	output	wire  [4:0] rs2_out,
	output	wire  [4:0] rd_out,
	output  wire  [6:0] funct7_out,
	output  wire  [2:0] funct3_out,
	output	wire  [31:0] val_A_out,
	output	wire  [31:0] val_B_out,
	output	wire [1:0] ula_out,
	output	wire [1:0] alu_src1_out,
	output	wire [1:0] alu_src2_out,
	output wire  mul_out,
	output	wire mem_rd_out,
	output	wire mem_wr_out,
	output	wire reg_wr_out,
	output	wire mux_reg_wr_out
);
reg [31:0] imm, pc;
reg [4:0] rs1;
reg [4:0] rs2;
reg [4:0] rd;
reg [6:0] funct7;
reg [2:0] funct3;
reg [31:0] val_A;
reg [31:0] val_B;
reg [1:0] ula;
reg [1:0] alu_src1;
reg [1:0] alu_src2;
reg mem_rd, mem_wr, reg_wr, mux_reg_wr, mul;
assign pc_out = pc;
assign imm_out = imm;
assign rs1_out = rs1;
assign rs2_out = rs2;
assign rd_out = rd;
assign funct7_out = funct7;
assign funct3_out = funct3;
assign val_A_out = val_A;
assign val_B_out = val_B;
assign ula_out = ula;
assign mem_rd_out = mem_rd;
assign mem_wr_out = mem_wr;
assign reg_wr_out = reg_wr;
assign mux_reg_wr_out = mux_reg_wr;
assign alu_src1_out = alu_src1;
assign alu_src2_out = alu_src2;
assign mul_out = mul;
always @(posedge clk or posedge rst) begin
	if(rst) begin
		pc <= 32'b0;
		imm <= 32'b0;
 		rs1 <= 5'b0;
 		rs2 <= 5'b0;
 		rd <= 5'b0; 
 		funct7 <= 7'b0;
 		funct3 <= 3'b0;
 		val_A <= 32'b0;
 		val_B <= 32'b0;
 		ula <= 2'b0;
 		mem_rd <= 1'b0;
 		mem_wr <= 1'b0;
 		reg_wr <= 1'b0;	
		mux_reg_wr <= 1'b0;
		alu_src1 <= 2'b0;
		alu_src2 <= 2'b0;
		mul <= 1'b0;
	end else if (enable) begin
		pc <= pc_in;
		imm <= imm_in;
		rs1 <= rs1_in;
		rs2 <= rs2_in;
		rd <= rd_in;
		funct7 <= funct7_in;
		funct3 <= funct3_in;
		val_A <= val_A_in;
		val_B <= val_B_in;
		ula <= ula_in;
		mem_rd <= mem_rd_in;
		mem_wr <= mem_wr_in;
		reg_wr <= reg_wr_in;
		mux_reg_wr <= mux_reg_wr_in;
		alu_src1 <= alu_src1_in;
		alu_src2 <= alu_src2_in;
		mul <= mul_in;
	end
end
endmodule
==> /design/flow/run.sh <==
#!/bin/bash
# OpenROAD 26Q1-2900-gdf79404cd8, Yosys 0.63+post, stock flow scripts
make -C /OpenROAD-flow-scripts/flow DESIGN_CONFIG=/design/flow/config.mk WORK_HOME=/design/flow/orfs finish
==> metrics.cfg <==
[sta]
finalCriticalPeriod_ns=1.36
fmax_mhz=733
maxSlewViolCount=0
slew_headroom=0.781
setup_tns_ns=0
min_period_over_period=0.909
worst_pin_slew_ns=0.328
hold_viol=0
whs_ns=0.408
rsz0062_at_grt=no
setup_viol=0
fin_skew_ns=0

[synthesis]
yosys.area.top_type_share=0.663
syn_inst=347
ys_cells=347
synth_flops=164
synth_area_per_cell_um2=17.8
syn-cell-area_um2=6190
async_flop_share=1.00
synth_chip_area_um2=6190
synth_seq_share=0.663
area_leaders=dfrtp_1 66%, mux2_2 30%, clkbuf_8 2.9%
edf_count=0
synth.yosys.warnings=1
ys_types=5
flop_cell=dfrtp_1
yosysTopAreaCell=dfrtp_1
ys_top_cells_by_count=164 x dfrtp_1, 164 x mux2_2, 13 x clkbuf_8, 5 x buf_6, 1 x inv_1

[clock_tree]
cts_tree=done
clock_sinks=164
cts_buffers=17
cts_max_level=4
clk_latency_ns=0.41
path_clk_slew_ns=0.06
cts_buffer_depth=2
cts_root_buf=clkbuf_16

[critical_path]
path_buffers=1
cp-start-kind=flip-flop
path_cells=dlygate4sd2_1
arrival_ns=1.06
cp-end-kind=output port
r2r_cells=2
slowest_stage=dfrtp_1
timing.rr.start=rs1[3]
startpoint=imm[31]
cp_top_family=flip-flops
r2r_slack_ns=0.62
critical_path_class=flip-flop to output port
critPathMaxFanout=2
cp_data_required_time_ns=1.20
r2r_end=rs1[3]
slowest_delay_ns=0.38

[placed_design]
post-dp-hpwl_um=11600
dpl.cell_count=855
routabilityCongestion=0.778
io_buffers=330

[die]
dieArea_um2=16000
core_um2=15100
ios=331
die_x_um=126
fp-utilization=0.409
fp-row-count=45
die_h_um=126

[flow_run]
max_cap_viol_count=0
tool_warnings=27

[grt]
grt_max_degree=59
grt-ovfl-total=0
grt_pass1_vias=4415
track_usage=0.210
grt_pass1_wl_um=24500
antenna_found_initial=0

[pwr]
p_leak_uw=0.00449
p_sw_frac=0.209
pwr-share-seq=0.461
internal_power_uw=8670
switching_power_uw=2290
p_per_area_nw_per_um2=1080
power.share.clock=0.385
power_uw=11000
ir_drop_mv=0.778
comb_power_share=0.154

[min_path]
hold_class=primary input to flip-flop
min-delay-start=enable
min_delay_path_depth=3
hold_path_end=pc[7]

[route]
wl_per_cell_um=17.4
ant_nets=0
vias=4181
routed_via_density=4.66
wl_um=15600
drt-initial-drc-count=122
drc_errors=0
firstDrtPassIters=4

[run_status]
outcome=finished clean

[cells_and_area]
area_growth_pct=63.3
stdcell_count=897
drive_gt1_frac=0.301
fin_util=0.667

-- metal layers --
layer,wire [um],track usage,share of wire
met1,5780,0.278,0.37
met2,7840,0.342,0.50
met3,1550,0.0791,0.099
met4,402,0.0439,0.026
met5,0,0,0
-- logic make-up (layout without fill, tap and decap cells) --
family                 count (synthesis)  after routing  synth area share
buffers and inverters                 19            380            0.0386
multiplexers                         164            164             0.298
flip-flops                           164            164             0.663
other                                  0              1                 0
-- metrics by stage --
stage	setup WS (ns)	area, um2
after floorplan	-0.885	6190
after global placement	0.271	9660
after detailed placement	0.244	9660
after CTS	0.106	10100
after global routing	0.0896	10100
final	0.136	10100
-- how the worst max path moves through the flow --
stage / cells after the start / slack, ns / end
final: 1 / 0.14 / imm_out[31]
after global routing: 1 / 0.09 / mux_reg_wr_out
after CTS: 1 / 0.11 / mux_reg_wr_out
-- cell usage in the layout (no fill, tap or decap), drive strengths merged --
cell type / count
diode: 1
mux2: 164
clkbuf: 22
clkinv: 5
dlygate4sd2: 164
clkinvlp: 3
clkdlybuf4s50: 165
bufinv: 2
dfrtp: 164
buf: 19
-- power groups by stage --
stage     Combinational, uW  Sequential [uW]  Clock [uW]
6_report               1680             5060        4220
4_1_cts                1720             5060        4340
5_1_grt                1840             5120        4560
-- flip-flops by register name, indices dropped and copies added (netlist names) --
name        cells
imm            32
reg_wr          1
pc             32
alu_src1        2
ula             2
funct7          7
mem_rd          1
val_B          32
rs1             5
funct3          3
mem_wr          1
val_A          32
mul             1
alu_src2        2
rd              5
mux_reg_wr      1
rs2             5
-- cell type report --
type / instances / area, um2
fill: 1109 / 5040
sequential: 164 / 4100
timing repair buffer: 348 / 3330
multi-input combinational: 164 / 1850
clock buffer: 22 / 474
tap: 188 / 235
clock inverter: 9 / 104
inverter: 1 / 7.51
antenna: 1 / 2.50
-- worst reg2reg max path, delay by kind of cell (launching register included) --
kind	cells	cell delay (ns)
buffers and inverters	1	0.13
flip-flops	1	0.38
multiplexers	1	0.25
-- timing repair --
action	CTS	global route
buffers inserted	10	0
endpoints found under the setup margin	164	0
resized	164	0
hold buffers	0	0
Power figures rest on the tool's default switching activity, not on a simulated workload.
